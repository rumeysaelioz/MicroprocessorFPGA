==> /design/flow/run.sh <==
#!/bin/bash
# OpenROAD 26Q1-2900-gdf79404cd8, Yosys 0.63+post, stock flow scripts
make -C /OpenROAD-flow-scripts/flow DESIGN_CONFIG=/design/flow/config.mk WORK_HOME=/design/flow/orfs finish
==> /design/flow/config.mk <==
export PLATFORM = sky130hd
export DESIGN_NAME = Seven_Segment
export DESIGN_NICKNAME = Seven_Segment
export VERILOG_FILES = /design/flow/design.v
export SDC_FILE = /design/flow/constraint.sdc
export NUM_CORES = 4
export LEC_CHECK = 1
export CORE_AREA = 10 10 108 108
export DIE_AREA = 0 0 118 118
==> /design/flow/constraint.sdc <==
current_design Seven_Segment

set clk_period 3.1
set clk_io_pct 0.2

create_clock -name clk0 -period $clk_period [get_ports {clk}]

set non_clock_inputs [all_inputs -no_clocks]
set_input_delay [expr $clk_period * $clk_io_pct] -clock clk0 $non_clock_inputs
set_output_delay [expr $clk_period * $clk_io_pct] -clock clk0 [all_outputs]
==> /design/flow/design.v <==
module Seven_Segment( grounds, grounds1, display, clk , dip_switch);
output reg [3:0] grounds;
output reg [6:0] display;
output [3:0] grounds1;
input [3:0] dip_switch;
input clk;
reg [71:0] student_ids;  
reg [3:0] data [3:0] ;  
reg [1:0] count;        
reg [25:0] clk1;
reg [26:0] ticker_normal;  
reg [25:0] ticker_double;  
reg ticker;  
wire tick_click;  
reg [24:0] blinker_count;  
wire blinker_click;  
reg blinker_clock;  
reg ds2_mode;  
reg swing_mode;  
reg [7:0] swing_counter;  
reg ds3_mode;  
reg ds4_mode;  
always @(posedge clk1[15])  
begin
    grounds<={grounds[2:0],grounds[3]};
    count<=count+1;
end
always @(posedge clk)
    clk1<=clk1+1;
always @ (posedge clk)  
begin
 if(ticker_double[25] == 1)  
  ticker_double <= 0;
 else
  ticker_double <= ticker_double + 1;
end
always @ (posedge clk)  
begin
 if(ticker_normal[26] == 1)  
  ticker_normal <= 0;
 else
  ticker_normal <= ticker_normal + 1;
end
always @ (posedge clk)  
begin
 if(blinker_count[24] == 1)  
	 begin
	 blinker_count <= 0;
	 blinker_clock = ~blinker_clock;
	 end
 else
	 begin
	 blinker_count <= blinker_count + 1;
	 end
end
always @ (posedge tick_click)  
begin
	data[0]=student_ids[71:68];
	data[1]=student_ids[67:64];
	data[2]=student_ids[63:60];
	data[3]=student_ids[59:56];
	case(ds2_mode)  
	0:
		begin 
		if(ds3_mode == 0)  
			begin 
			student_ids = {student_ids[70:0],student_ids[71]};
			student_ids = {student_ids[70:0],student_ids[71]};
			student_ids = {student_ids[70:0],student_ids[71]};
			student_ids = {student_ids[70:0],student_ids[71]};
			swing_counter = (swing_counter + 4) % 72;
			end
		else  
			begin 
			student_ids = {student_ids[0],student_ids[71:1]};
			student_ids = {student_ids[0],student_ids[71:1]};
			student_ids = {student_ids[0],student_ids[71:1]};
			student_ids = {student_ids[0],student_ids[71:1]};
			swing_counter = (swing_counter - 4) % 72;
			end
		end
	1:
		begin 
		if (swing_mode == 0)
					begin  
						if (  swing_counter % 56 == 0 &&  swing_counter != 0 )  
						begin
							swing_mode = 1;
							student_ids = {student_ids[0],student_ids[71:1]};
							student_ids = {student_ids[0],student_ids[71:1]};
							student_ids = {student_ids[0],student_ids[71:1]};
							student_ids = {student_ids[0],student_ids[71:1]};
							swing_counter = (swing_counter - 4);
						end
						else  
						begin
							swing_counter = (swing_counter + 4);
							student_ids = {student_ids[70:0],student_ids[71]};
							student_ids = {student_ids[70:0],student_ids[71]};
							student_ids = {student_ids[70:0],student_ids[71]};
							student_ids = {student_ids[70:0],student_ids[71]};
						end
					end
		else if(swing_mode == 1)  
					begin 
					if (swing_counter % 56 == 0 && swing_counter != 56  )  
						begin
						swing_mode = 0;
						student_ids = {student_ids[70:0],student_ids[71]};
						student_ids = {student_ids[70:0],student_ids[71]};
						student_ids = {student_ids[70:0],student_ids[71]};
						student_ids = {student_ids[70:0],student_ids[71]};
						swing_counter = (swing_counter + 4);
						end
					else  
						begin
						swing_counter = (swing_counter - 4);
						student_ids = {student_ids[0],student_ids[71:1]};
						student_ids = {student_ids[0],student_ids[71:1]};
						student_ids = {student_ids[0],student_ids[71:1]};
						student_ids = {student_ids[0],student_ids[71:1]};
					end
					end
		else  
				begin
				swing_mode = 0;
				end
		end
	endcase
end
assign grounds1=grounds;
always @(*)
begin 
	case(ds4_mode)  
	0:
		begin 
			 case(data[count])
			  0:display=7'b0111111;  
			  1:display=7'b0000110;
			  2:display=7'b1011011;
			  3:display=7'b1001111;
			  4:display=7'b1100110;
			  5:display=7'b1101101;
			  6:display=7'b1111101;
			  7:display=7'b0000111;
			  8:display=7'b1111111;
			  9:display=7'b1101111;
			  'ha:display=7'b1110111;
			  'hb:display=7'b1111100;
			  'hc:display=7'b0111001;
			  'hd:display=7'b1011110;
			  'he:display=7'b1111001;
			  'hf:display=7'b1110001;
			  default display=7'b1111111;
			  endcase
		end
	1:	
		begin  
		 if(!blinker_clock)
			begin 
				 case(data[count])
				  0:display=7'b0111111;  
				  1:display=7'b0000110;
				  2:display=7'b1011011;
				  3:display=7'b1001111;
				  4:display=7'b1100110;
				  5:display=7'b1101101;
				  6:display=7'b1111101;
				  7:display=7'b0000111;
				  8:display=7'b1111111;
				  9:display=7'b1101111;
				  'ha:display=7'b1110111;
				  'hb:display=7'b1111100;
				  'hc:display=7'b0111001;
				  'hd:display=7'b1011110;
				  'he:display=7'b1111001;
				  'hf:display=7'b1110001;
				  default display=7'b1111111;
				  endcase
			end
			else  
				begin 
				display=7'b0000000;
				end
		end
	endcase
end
assign tick_click = ((ticker == 1)?1'b1:1'b0);
assign blinker_click = ((blinker_count[24] == 1)?1'b1:1'b0);
always @(dip_switch[0])
    case(dip_switch[0])
        1:  
			begin 
			ticker = ((ticker_normal[26] == 1)?1'b1:1'b0);
			end
        0:
			begin  
			ticker = ((ticker_double[25] == 1)?1'b1:1'b0);
			end
		  default: ticker = ((ticker_normal[26] == 1)?1'b1:1'b0);  
    endcase
always @(dip_switch[1])
begin
    case(dip_switch[1])
		1:
			begin   
			ds2_mode = 1'b0;
			end
      0:
			begin   
			ds2_mode = 1'b1;
			end
		default:   
			begin
			ds2_mode = 1'b0;
			end
    endcase
end
always @(dip_switch[2])
    case(dip_switch[2])
		1:
			begin   
			ds3_mode =  1'b0;
			end
      0:
			begin  
			ds3_mode =  1'b1;
			end
		default:  
			begin
			ds2_mode = 1'b0;
			end
    endcase
always @(dip_switch[3])
    case(dip_switch[3])
		1:
			begin  
			ds4_mode =  1'b0;
			end
      0:
			begin  
			ds4_mode =  1'b1;
			end
		default:  
			begin
			ds4_mode = 1'b0;
			end
    endcase
initial begin
    count = 2'b0;
    grounds= 4'b1110;
    student_ids = 72'b000101010000000100010101000000001001000101010000000100010100000000010110;
    clk1=0;
	 ticker_normal = 0;
    ticker_double = 0;
	 data[0]=student_ids[71:68];
    data[1]=student_ids[67:64];
    data[2]=student_ids[63:60];
    data[3]=student_ids[59:56];
    swing_mode = 0;
	 swing_counter = 4'b0000;
    blinker_clock = 0;
	 blinker_count = 0;
end
endmodule
==> Slide: Implementation Results <==
Flow Results at a Glance

Detailed routing
  – Drt pass-1 iters: 4
  – Wirelength per Cell: 8.63 um
  – Antenna-violating nets left: 0
  – Post-detailed-route via-to-cell ratio: 3.83
  – Final routed wirelength across all metal layers: 3.02 mm
  – DR DRC count: 0
  – Total number of vias: 1,340
  – Diodes inserted: 0
  – Iter 0 DRT Violations: 43

Synthesis
  – Post-synth EDFFs: 1
  – Top-count cell post-synth: dfxtp_1
  – Yosys synthesis chip area: 1920 um^2
  – Async set-reset flop share out of synthesis: 0%
  – Largest cells by area after synthesis: dfxtp_1, xnor2_1, nor2_1, xor2_1, nand3_1
  – Syn Std Cell Area: 1920 um^2
  – Commonest cells in the synthesized netlist: dfxtp_1, nor2_1, xnor2_1, nand2_1, nand3_1
  – Cell count in the Yosys report: 207
  – Yosys cell types: 30
  – Number of warnings reported in the yosys synthesis log: 4
  – Library cell occupying the most area in the post-synthesis netlist: dfxtp_1
  – Synth Instances: 207
  – Top_reg_cell synth: dfxtp_1
  – Post-Syn Area per Cell: 9.25 um^2
  – Area share, top type: 49.1%
  – Proportion of synthesized chip area in sequential cells: 50.7%
  – Flops out of synthesis: 48

Worst setup path
  – Depth of the worst register-to-register path: 5
  – Critical path required time: 2.48 ns
  – CP Launch Type: input pin
  – Crit end category: output pin
  – Critical path peak fanout: 3
  – Worst-path cell with the longest stage delay: clkdlybuf4s50_1
  – Data arrival time of the critical path: 1.81 ns
  – Worst R2R Setup Slack: 0.94 ns
  – Levels on crit path: 5
  – Dominant cell type by count on the critical path: clkdlybuf4s50_1
  – Worst Setup Path Type: in -> out
  – Top delay family on crit path: buffers and inverters
  – Biggest cell delay along the critical path: 0.40 ns
  – WP buf/inv: 3
  – Chain of cells forming the critical path: clkdlybuf4s50_1 -> nor2_1 -> inv_1 -> and2_1 -> clkdlybuf4s50_1

GRT
  – Total congestion overflow after global routing: 0
  – Largest net degree at the start of global routing: 24
  – Number of global-route vias before repair: 1,247
  – Antenna violations before repair: 0
  – Aggregate global-route resource usage: 4.47%
  – Wire length of the first global-routing pass: 5.58 mm

STA
  – Max_slew headroom: 63.7%
  – Shortest period the worst path allows: 2.43 ns
  – Number of unconstrained endpoints: 14
  – Upper clock frequency limit: 411 MHz
  – Share of the clock period used by the worst path after layout: 78.4%
  – Max Clock Skew: 0.00257 ns
  – Hold Fails Final Rpt: 0
  – Total negative slack: 0 ns
  – Measured slew at the worst slew-check pin: 0.540 ns
  – Count of unclocked register or latch pins: 6
  – Final setup violation count: 0
  – Max-slew violation total from the final report: 0
  – Unrepaired setup endpoints after global routing: no

Clock tree
  – Clock Tree Root: clkbuf_8
  – CTS tree: done
  – CTS clk-pin slew, worst paths: 0.08 ns
  – Total CTS buffers: 5
  – Post-CTS repair timing setup buffer count: 0
  – Post_cts resized: 0
  – Post-CTS Hold Buffers: 0
  – Maximum level of the CTS H-tree: 2
  – Clock Tree Buf Depth: 2
  – Clock latency of the later-clocked register in the worst-skew pair: 0.29 ns

Placement
  – Estimated wirelength of the detail-placed design: 2.14 mm
  – Final weighted congestion in routability-driven placement: 0.735
  – Count of buffers inserted at the top-level ports: 16

Layout
  – Share of layout cells above drive strength 1: 5.88%
  – Layout Area Growth over Synthesis: 19.1%
  – Post-layout utilization of the core: 24.6%

Power and ir drop
  – Int Power: 752 uW
  – Leakage dissipation: 0.000830 uW
  – Worst VDD drop: 0.146 mV
  – Portion of total power attributed to the clock network: 41.4%
  – Switching power total: 185 uW
  – Combinational power share: 0.9%
  – Power Density: 410 nW/um^2
  – Sequential fraction of design power: 57.7%
  – Switching share of power: 19.7%

Outcome
  – Status: finished clean

Die
  – Width of the die: 118 um
  – Total core area: 9280 um^2
  – Die height: 118 um
  – Floorplan utilization: 20.6%
  – Ports: 20
  – Area of the die: 13,900 um^2
  – Row count: 35

Worst hold path
  – Path category of the worst min-delay check: reg -> reg
  – Cell depth of the worst min-delay path: 1

Run
  – Count of maximum capacitance violations: 0
  – Stage-log warning count: 30
path summary, 6_finish.rpt:
path,end,from
worst min-delay path,clk1[0]$_DFF_P_,clk1[0]$_DFF_P_
worst max register to register,blinker_count[18]$_SDFF_PP0_,blinker_count[0]$_SDFF_PP0_
worst min register to register,clk1[0]$_DFF_P_,clk1[0]$_DFF_P_
worst max-delay path,display[4],dip_switch[3]
power groups by stage:
stage,Sequential [uW],Combinational (uW),Clock [uW]
final,541,8.73,387
after global routing,541,9.67,428
after CTS,541,9.07,403
metal layers:
layer	share of wire (%)	wire (um)	vias to the layer above	GRT usage (%)
met5	0	0	-	0
met4	0.66	20	0	0.541
met3	5.2	158	3	1.41
met2	42	1260	24	6.57
met1	52	1590	594	6.47
li1	-	-	719	-
placed cells by master, fill, tap and decap left out:
cell / instances
dfxtp_1: 47
xor2_1: 9
nand3_2: 1
nand2_1: 14
nor3_1: 6
edfxtp_1: 1
inv_1: 10
ha_1: 5
clkbuf_8: 5
a21oi_1: 11
nor2_1: 21
clkbuf_16: 1
buf_4: 1
clkinv_2: 2
or4_1: 2
and2_1: 2
a31o_2: 1
or3_2: 1
and3_1: 3
xnor2_1: 16
and4_1: 1
nand4_1: 4
o21ai_0: 10
nor2b_1: 1
nand3_1: 13
or3_1: 9
nor4b_1: 1
clkdlybuf4s50_1: 16
nand2b_1: 1
nor4_1: 5
nand4_2: 1
cell type report:
type / count / area, um^2
inverter: 10 / 37.5
timing repair buffer: 17 / 168
multi-input combinational: 138 / 841
sequential: 48 / 971
clock inverter: 2 / 10.0
tap: 129 / 161
clock buffer: 6 / 93.8
fill: 995 / 7000
kinds of logic after synthesis:
kind of cell    after synthesis  synth area share, %
compound gates               22                 5.94
fa+ha+maj                     5                 3.27
simple gates                 86                 23.3
buf+inv                      21                 5.42
xor+xnor                     25                 11.4
flops                        48                 50.7
state kept, by name, indices dropped and copies added (netlist names):
register,cells
count,2
blinker_count,25
clk1,16
blinker_clock,1
grounds,4
per-stage QoR:
step           instances  setup WS, ns  power [uW]  hold slack, ns  instance area (um^2)
3_5_place_dp         342         0.646         562           0.387                  2180
2_1_floorplan        207          1.19         556           0.370                  1920
6_report             350         0.669         937           0.408                  2280
5_1_grt              350         0.572         978           0.421                  2280
4_1_cts              350         0.637         953           0.406                  2280
3_3_place_gp         342         0.663         562           0.379                  2180
Power figures rest on the tool's default switching activity, not on a simulated workload.
